**design/flow/run.sh**
```bash
#!/bin/bash
# OpenROAD 26Q1-2900-gdf79404cd8, Yosys 0.63+post, stock flow scripts
make -C /OpenROAD-flow-scripts/flow DESIGN_CONFIG=/design/flow/config.mk WORK_HOME=/design/flow/orfs finish
```
**design/flow/config.mk**
```make
export PLATFORM = sky130hd
export DESIGN_NAME = FP
export DESIGN_NICKNAME = FP
export VERILOG_FILES = /design/flow/design.v
export SDC_FILE = /design/flow/constraint.sdc
export NUM_CORES = 4
export LEC_CHECK = 1
export CORE_UTILIZATION = 30
```
**design/flow/constraint.sdc**
```tcl
current_design FP

set clk_period 5.3
set clk_io_pct 0.2

create_clock -name clk0 -period $clk_period [get_ports {clk}]

set non_clock_inputs [all_inputs -no_clocks]
set_input_delay [expr $clk_period * $clk_io_pct] -clock clk0 $non_clock_inputs
set_output_delay [expr $clk_period * $clk_io_pct] -clock clk0 [all_outputs]
```
**design/flow/design.v**
```verilog
`timescale 1ns / 1ps
module FP(
input [5:0] pillc,
input start,  
input clk,
input rst,  
output [15:0]countp  
    );
wire [5:0] outrega;
wire [15:0] outregb;
wire [5:0] outctr;
wire [15:0] sum;
wire changenum;
regi rega(.clk(clk),.rst(rst),.D(pillc),.Q(outrega));
ctr ctr1(.clk(clk),.rst(rst),.en(start),.rega(outrega),.count(outctr));
assign changenum= (pillc==outrega);
adder adder1 (.a(outctr),.b(outregb),.c(sum));
regib regb(.clk(clk),.rst(rst),.en(start),.D(sum),.changenum(changenum),.Q(outregb)); 
assign countp= outregb;
endmodule
module adder (
	input [5:0]a,
	input [15:0] b,
	output [15:0]c);
	assign c= a+b;
	endmodule
module regi(
    input clk,
    input rst,
    input [5:0] D,
    output reg [5:0] Q
    );
	always @ (posedge clk) begin
		if (rst)   
			Q <= 0;
		else 
			Q <= D;
	end		
endmodule
module regib(
    input clk,
    input rst,
	 input en,
    input [15:0] D,
	 input changenum,
    output reg [15:0] Q
    );
	always @ (posedge clk) begin
		if (rst|~changenum)  
			Q <= 0;
		else if(en)
			Q <= D;
	end		
endmodule
module ctr(
    input clk,
    input rst,
	 input en,
	 input [5:0] rega,
    output reg [5:0] count
    );
	reg [5:0] Z; 
	wire oconvb;
	always @ * begin  
		if (en&(~oconvb))
		Z= count + 1;
		else
		Z=count;
	end
	assign oconvb = en&(count == rega); 
	always @ (posedge clk) begin  
		if (rst | oconvb)
		count <= 0;
		else if(en)
		count <= Z;
	end
endmodule
```
==> run summary <==
Status -> complete, no violations
Final worst slack -> 2480 ps
OpenROAD warning count -> 25
Total gr overflow -> 0
Critical path fanouts, max -> 16
# DRC -> 0
Final worst path period share -> 53.2%
Reg-to-Reg Start -> ctr1.count[0]
Pin count of the biggest net entering global routing -> 17
Final wirelength -> 3260 um
Endpoints failing hold -> 0
Worst slew pin tran -> 605 ps
FP Rows -> 25
Final min period -> 2820 ps
Gpl congestion -> 0.887
Hold endpoint -> regb.Q[15]
Area growth, synth to finish -> 24.0%
Clock buffer depth -> 2
Critical Path Sink Type -> flip-flop
Unique masters post-synth -> 34
Drt initial violations -> 61
Worst-path clk slew -> 100 ps
Antenna violations before repair -> 0
Synth top area share -> 36.3%
RSZ-0062 raised after global routing -> no
Hold Crit Class -> flip-flop to flip-flop
DP HPWL -> 2390 um
PortBufs -> 24
Antenna-violating nets left -> 0
Post-CTS sizing -> 0
Reg2Reg Depth -> 6
H-Tree Depth -> 1
Vias in the first global route -> 1209
# Cells Yosys -> 180
Ys flops -> 28
Pre-antenna DRT Iters -> 4
Startpoint types -> primary input
Antenna diodes -> 0
Share of layout cells above drive strength 1 -> 3.43%
Die W -> 73.8 um
Skew-Pair Late Insertion Delay -> 270 ps
Sequential share of the synthesized area -> 36.3%
Clk_skew -> 1.64 ps
Setup Fix Bufs, Post-CTS -> 0
Syn Inst Count -> 180
CTS Hold Buffers Added -> 0
Pleak -> 0.681 nW
Slew Limit Fails -> 0
Synthesized area per cell -> 8.58 um^2
First-pass GRT wire length -> 5480 um
Reg2reg setup slack -> 3110 ps
CTS tree -> done
Worst reg2reg path endpoint -> regb.Q[12]
Final setup fails -> 0
FP Util -> 31.9%
Worst slew margin -> 59.2%
PwrDens -> 205 nW/um^2
Max Fclk -> 355 MHz
Avg WL per Cell -> 12.0 um
Post-Syn Area -> 1550 um^2
Min-delay src -> regb.Q[15]
Area contributors post-synth -> dfxtp_1 (36%), ha_1 (5.7%), mux2i_1 (5.2%), nand3_1 (5.2%), a21oi_1 (4.2%)
Vert. Die Dim -> 73.8 um
Crit path DRT -> 5510 ps
Maximum VDD drop -> 0.179 mV
TritonCTS Buffers -> 3
Area leader, netlist -> dfxtp_1
Max-cap violations -> 0
Io pins -> 25
Hold path depth -> 2
Critical path data arrival time -> 3030 ps
CP Class -> primary input to flip-flop
CTS sink count -> 28
GRT Total Usage -> 12.9%
Fin Setup TNS -> 0 ps
Area reported by Yosys stat -> 1550 um^2
CORE AREA -> 4850 um^2
Clock Tree Root -> clkbuf_8
Via Count -> 1351
Warnings, synthesis -> 3
Die Area -> 5440 um^2
Routed vias/inst -> 4.99
Dpl ws -> 2190 ps
[placed cells by master, fill, tap and decap left out, types with 5 or more instances in the layout]
cell,synthesis,layout
a21oi_1,13,13
clkdlybuf4s50_1,0,24
dfxtp_1,28,28
ha_1,7,7
inv_1,5,5
mux2i_1,8,8
nand2_1,16,16
nand3_1,16,16
nand4_1,5,5
nor2_1,7,7
nor2b_1,6,6
o21ai_0,8,8
or3_1,6,6
xnor2_1,7,7
xor2_1,6,6
[cells in the mapped netlist]
cell / number
nor2_1: 7
a31oi_1: 1
nor3b_1: 1
o31ai_1: 2
and3_1: 2
nand3b_1: 4
xnor2_1: 7
and4_1: 1
mux2i_1: 8
xor2_1: 6
o32ai_1: 1
nor3_1: 4
ha_1: 7
or3_1: 6
nand3_1: 16
or4_1: 2
dfxtp_1: 28
a21oi_1: 13
a22oi_1: 1
clkbuf_1: 5
buf_2: 1
nand4_1: 5
inv_1: 5
a221oi_2: 1
fa_1: 1
nor4_1: 1
o211ai_1: 4
nor2b_1: 6
a211oi_1: 2
o21ai_0: 8
a21o_1: 3
nand2_1: 16
o21bai_1: 1
o2111ai_1: 4
[state kept, by name, indices dropped and copies added, names as in the netlist]
signal / count
rega.Q: 6
regb.Q: 16
ctr1.count: 6
[metal layers]
metal	part of all wire (%)	wire length, um	vias to the layer above	GRT usage, %
li1	-	-	714	-
met1	54	1750	607	20.7
met2	42	1370	26	18.7
met3	3.6	117	4	2.64
met4	0.92	30	0	1.28
met5	0	0	-	0
[how the worst max path moves through the flow]
stage,from,end,slack [ps],depth (start not counted)
4_1_cts,start,regb.Q[14],2480,5
5_1_grt,start,regb.Q[15],2240,5
6_report,start,regb.Q[14],2480,5
[cells by family after synthesis]
group / Yosys count / share of synthesized area (%)
simple gates: 71 / 24.1
compound gates: 41 / 17.3
flops: 28 / 36.3
xor+xnor: 13 / 7.37
buf+inv: 11 / 2.75
mux: 8 / 5.18
fa+ha+maj: 8 / 6.96
[through the flow]
stage	util [%]	hold slack (ps)	instances	cell area [um^2]	power, W
finish	39.5	492	271	1920	0.000393
global route	39.5	513	271	1920	0.000409
CTS	39.5	499	271	1920	0.000399
detailed placement	38.4	484	267	1860	0.000263
global placement	38.4	477	267	1860	0.000263
floorplan	-	441	180	1550	0.000249
[worst max-delay path, cell delays in order]
cell,delay (ps)
clkdlybuf4s50_1,850
and4_1,330
nand4_1,160
or4_1,490
a21oi_1,140
[area by class of cell]
class                   instances  area, um^2
inverters                       5        18.8
well taps                      67        83.8
flip-flops and latches         28         561
fillers                       503        2930
repair buffers                 26         255
clock buffers                   4        55.1
multi-input cells             141         942
[power breakdown]
group / leakage (nW) / internal [W] / switching [W]
Combinational: 0.425 / 0.0000169 / 0.0000218
Sequential: 0.227 / 0.000214 / 0.00000539
Clock: 0.0288 / 0.0000666 / 0.0000684
No activity file was given, so power comes from the tool's default toggle rates.
