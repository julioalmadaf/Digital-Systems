[./run.sh]
#!/bin/bash
# OpenROAD 26Q1-2900-gdf79404cd8, Yosys 0.63+post, stock flow scripts
make -C /OpenROAD-flow-scripts/flow DESIGN_CONFIG=/design/flow/config.mk WORK_HOME=/design/flow/orfs finish
[./config.mk]
export PLATFORM = sky130hd
export DESIGN_NAME = atripacemaker
export DESIGN_NICKNAME = atripacemaker
export VERILOG_FILES = /design/flow/design.v
export SDC_FILE = /design/flow/constraint.sdc
export NUM_CORES = 4
export LEC_CHECK = 1
export CORE_AREA = 10 10 84 84
export DIE_AREA = 0 0 94 94
[./constraint.sdc]
current_design atripacemaker

set clk_period 2.0
set clk_io_pct 0.2

create_clock -name clk0 -period $clk_period [get_ports {clk}]

set non_clock_inputs [all_inputs -no_clocks]
set_input_delay [expr $clk_period * $clk_io_pct] -clock clk0 $non_clock_inputs
set_output_delay [expr $clk_period * $clk_io_pct] -clock clk0 [all_outputs]
[./design.v]
`timescale 1ns / 1ps
module atripacemaker(
    input clk,
    input rst,
    input sa,
    input sv,
    output pa,
    output pv
    );
	 parameter ResetTimerA 	= 3'b000;
	 parameter WaitA 			= 3'b001;
	 parameter PaceA 			= 3'b010;
	 parameter ResetTimerV 	= 3'b011;
	 parameter WaitV 			= 3'b100;
	 parameter PaceV 			= 3'b101;
	 reg [2:0] STATE, NXT_STATE;
	 reg [4:0] TimerA, TimerV;
	 wire ta, tv;
	 wire za, zv;
	 assign za = (TimerA == 0);
	 assign zv = (TimerV == 0);
	 always @ (posedge clk) begin
		if(rst|ta) 
			TimerA <= 25;   
		else 
			TimerA <= TimerA - 1;
	 end
	 always @ (posedge clk) begin
		if(rst|tv) 
			TimerV <= 25;   
		else 
			TimerV <= TimerV - 1;	
	 end
	 assign ta = (STATE == ResetTimerA);
	 assign tv = (STATE == ResetTimerV);
	 assign pa = (STATE == PaceA);
	 assign pv = (STATE == PaceV)? 1'b1 : 1'b0;
	 always @ * begin
		case (STATE) 
			ResetTimerA: NXT_STATE = WaitA;  
			WaitA: begin
						if(sa)
							NXT_STATE = ResetTimerV;
						else if (~sa & za)
							NXT_STATE = PaceA;
						else
							NXT_STATE = WaitA;
					 end
			PaceA: NXT_STATE = ResetTimerV;
			ResetTimerV: NXT_STATE = WaitV;
			WaitV: NXT_STATE = (sv) ? ResetTimerA : 
									 (~sv & zv) ? PaceV :
									              WaitV ;
			PaceV: NXT_STATE = ResetTimerA;
			default : NXT_STATE = ResetTimerA;
		endcase
	 end
	 always @ (posedge clk) begin
		if (rst)
			STATE <= ResetTimerA;
		else
			STATE <= NXT_STATE;
	 end
endmodule
==> run summary <==
On the backend side, the flow ran end to end.

The flow ran to the end, and the final reports show no timing, DRC or antenna violations. By startpoint and endpoint, the worst setup path is classified as reg2out. The first TritonRoute pass finished after 3 iterations. The worst setup path is launched from a register. The number of fill cells in the layout stands at 604. In this run the number of H-tree levels came out at 1. The worst path meets setup with 0.5410 ns of slack. Yosys reported a register bit count of 16. The overall die size recorded for this design is 0.008836 sq mm.

Per STA, the worst path accumulates the most delay in the family buffers and inverters. Before placement the cells fill 12.40% of the core. The sequential element share of the synthesized area stands at 49.61%. The floorplan row count stands at 26. The top cell types in the final layout, fill and taps aside, are sky130_fd_sc_hd__dfxtp_1 (16), sky130_fd_sc_hd__inv_1 (6), sky130_fd_sc_hd__nor3_1 (6), sky130_fd_sc_hd__clkdlybuf4s50_1 (5). The timing report notes that buffer and inverter cells on the critical path total 1. The signal on the critical path passes through clkdlybuf4s50_1. Setup repair after global routing left no endpoint under its margin.

The count of antenna-violating nets left after detailed routing stands at 0. The synthesized netlist occupies a cell area of 645.6 sq um. Once the clock tree was built, the resizer swapped 0 gates to a different size. The flow reported a cell area power density of 824.3 mW/mm^2. Looking at area per cell type in the netlist, the leader is sky130_fd_sc_hd__dfxtp_1. The violation tally recorded at the end of detailed-routing iteration 0 is 16. The floorplan step set the die width to 94 um. The number of warnings issued by yosys stands at 1.

The post-CTS clock slew at the launch and capture registers of the worst setup and hold paths stands at 0.06 ns. The total congestion overflow after global routing stands at 0. The number of sinks on the clock net stands at 16. The count of buffers added on input and output ports is 5.

The total power after layout stands at 0.6889 mW. The final max-slew violation count recorded for this run is 0. The total of endpoints with negative setup slack in the final report stands at 0.

The post-synthesis cell count stands at 63. The tree is rooted in a sky130_fd_sc_hd__clkbuf_8. The residual DRC count stands at 0.

The via count of the first global-routing pass was 467. For the completed layout, the total cell area is recorded as 835.8 sq um. The antenna diode count stands at 0. Entering global routing, the biggest net connects 12 pins. The area added between synthesis and finish stands at 29.46%.

The worst ir drop on vdd stands at 0.3954 mV. The arrival time of the worst setup path stands at 1.06 ns. The slew of the pin with the lowest slew margin stands at 0.4154 ns. The top-area cell type share of the netlist area stands at 49.61%.

The required time of the critical path stands at 1.60 ns. The ratio of cells with drive above 1 in the final layout stands at 9.859%. The worst path needs 1.459 ns of the cycle, external delays included. The number of cells in the yosys synthesis report stands at 63.

Among logic cells in the layout, the one with the most instances is sky130_fd_sc_hd__dfxtp_1. The HPWL after detailed placement is 741.8 um. The wire length of the first global-routing pass stands at 1835 um.

The final route contains 433 vias. The tightest min-delay check is of the reg2reg type. The total routing resource utilization after global routing stands at 2.408%. The average cell area after synthesis stands at 10.25 sq um. The share of the cycle needed by the critical path after routing stands at 72.95%. TritonCTS built the clock tree. The report counts max-capacitance violations totalling 0.

The detailed-route vias per instance stands at 3.071. The number of buffers inserted by post-CTS setup repair stands at 0. The number of hold-slack violations in the final timing report stands at 0.

The slowest stage of the critical path belongs to the cell sky130_fd_sc_hd__clkdlybuf4s50_1. The number of hold buffers added after CTS stands at 0. Per the OpenROAD floorplan log, the height of the die is 94 um. The count of different cell masters after synthesis stands at 19. At the later pin of the worst-skew pair, clock insertion delay measures 0.25 ns. The wire length recorded after detailed routing is 1002 um. Pin placement for this block handled 6 I/O pins.

Per the CTS log, the buffer count on the longest clock path is 2. The CTS buffer count stands at 3. In this run the tools logged warnings totalling 27. The initial antenna violation count was 0. The maximum clock skew at final layout stands at 0.005345 ns. The highest fanout seen on the critical path stands at 2. The highest cell delay on the worst timing path stands at 0.47 ns. The floorplan step defined a core boundary enclosing 0.005205 sq mm. Detailed placement reports a standard cell area of 780.7 sq um. The script logs the mean routed wire length per placed instance as 7.106 um. The leakage component of the power stands at 0.2914 nW. Timing analysis after detailed placement gives a worst setup slack of 0.3726 ns.

The summed standard-cell area reported by yosys stands at 645.6 sq um. The summed negative setup slack over all endpoints stands at 0 ns. The worst setup path is captured at an output port.

The slew check shows that the tightest pin keeps a relative margin of 71.91%. The highest clock rate this design can be run at is 685.4 MHz. Yosys attributes the largest share of cell area to sky130_fd_sc_hd__dfxtp_1 (50%), sky130_fd_sc_hd__ha_1 (7.8%), sky130_fd_sc_hd__nor3_1 (4.7%), sky130_fd_sc_hd__nor3b_1 (4.7%), sky130_fd_sc_hd__and4bb_2 (3.9%). The congestion estimate from routability-driven global placement came to 0.7060.
-- final cells by class --
class	count	area, sq um	area share [%]
Tap cell	70	87.58	10.48
Multi-Input combinational cell	39	292.8	35.03
Timing Repair Buffer	6	57.56	6.886
Sequential cell	16	320.3	38.32
Clock buffer	4	55.05	6.587
Inverter	6	22.52	2.695
-- registers in the layout, indices dropped and copies added, names as in the netlist --
signal and count:
STATE 6, TimerA 5, TimerV 5
-- final timing paths --
path | start | to | slack, ns | cells after the start
worst max-delay path | STATE[4]$_DFF_P_ | pv | 0.54 | 1
worst min-delay path | TimerA[0]$_SDFF_PP1_ | TimerA[0]$_SDFF_PP1_ | 0.41 | 1
worst max register to register | TimerV[0]$_SDFF_PP1_ | STATE[4]$_DFF_P_ | 0.76 | 4
worst min register to register | TimerA[0]$_SDFF_PP1_ | TimerA[0]$_SDFF_PP1_ | 0.41 | 1
-- stage by stage --
stage          utilization [%]  instances  hold slack, ns
6_report                 16.06        141          0.4146
2_1_floorplan                -         63          0.3789
3_5_place_dp             15.00        137          0.3987
3_3_place_gp             15.00        137          0.3948
5_1_grt                  16.06        141          0.4349
4_1_cts                  16.06        141          0.4154
-- synth_stat cells --
cell / count
sky130_fd_sc_hd__nor2_1: 3
sky130_fd_sc_hd__o22ai_1: 2
sky130_fd_sc_hd__a21oi_1: 1
sky130_fd_sc_hd__nor4b_1: 2
sky130_fd_sc_hd__nor3b_1: 4
sky130_fd_sc_hd__inv_1: 6
sky130_fd_sc_hd__a211o_1: 1
sky130_fd_sc_hd__or3b_1: 2
sky130_fd_sc_hd__xnor2_1: 2
sky130_fd_sc_hd__nand3_1: 2
sky130_fd_sc_hd__dfxtp_1: 16
sky130_fd_sc_hd__and4bb_2: 2
sky130_fd_sc_hd__mux2i_1: 2
sky130_fd_sc_hd__o31ai_1: 2
sky130_fd_sc_hd__nand2_1: 2
sky130_fd_sc_hd__nor3_1: 6
sky130_fd_sc_hd__ha_1: 4
sky130_fd_sc_hd__or4_1: 2
sky130_fd_sc_hd__buf_2: 2
-- power by group --
group	total (mW)	switching, mW	internal, mW
clock network	0.279	0.105	0.174
logic	0.0548	0.0244	0.0304
registers	0.355	0.0176	0.337
total	0.689	0.147	0.542
-- cell families (layout without fill, tap and decap cells) --
family / count (synthesis) / after routing / share of synthesized area (%)
and+or+nand+nor: 25 / 25 / 25.39
AOI/OAI and AO/OA: 6 / 6 / 6.394
xor gates and xnor gates: 2 / 2 / 2.714
muxes: 2 / 2 / 3.101
adders and majority gates: 4 / 4 / 7.752
buffers and inverters: 8 / 16 / 5.039
DFF: 16 / 16 / 49.61
-- routing by layer --
metal / vias up / global-route usage, % / share of wire (%) / wire length (um)
li1: 237 / - / - / -
met1: 188 / 3.322 / 57 / 570
met2: 8 / 3.341 / 36 / 362
met3: 0 / 1.212 / 6.9 / 69
met4: 0 / 0.3797 / 0 / 0
met5: - / 0 / 0 / 0
-- worst reg2reg max path, stage by stage (launching register included) --
cell                       delay, ns
sky130_fd_sc_hd__dfxtp_1        0.33
sky130_fd_sc_hd__inv_1          0.09
sky130_fd_sc_hd__ha_1           0.14
sky130_fd_sc_hd__nor4b_1        0.36
sky130_fd_sc_hd__and4bb_2       0.27
Power and IR drop assume default switching activity.
